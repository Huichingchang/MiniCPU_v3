$ cat flow/design.v
module alu(
	input wire [7:0] op_a,   
	input wire [7:0] op_b,   
	input wire [2:0] alu_op,   
        output reg [7:0] result,   
	output wire zero          
);
assign zero = (result == 8'd0);   
always @(*) begin
  case (alu_op)
    3'b000: result = op_a + op_b;   
    3'b001: result = op_a - op_b;   
    3'b010: result = op_a * op_b;   
    3'b011: result = op_a << 1;   
    3'b100: result = op_a >> 1;   
    3'b101: result = (op_a == op_b)? 8'd0: 8'd1;   
    default: result = 8'd0;       
  endcase
end
endmodule
module control_unit (
	input wire clk,
	input wire rst_n,
	input wire [7:0] instr,   
        input wire zero,          
	output reg we_a,         
	output reg we_b,         
	output reg [2:0] alu_op,       
	output reg do_alu,       
	output reg do_store,     
	output reg [3:0] next_pc   
);
localparam IDLE = 2'd0;
localparam FETCH = 2'd1;
localparam DECODE = 2'd2;
localparam EXECUTE = 2'd3;
reg [1:0] state, next_state;
always @(posedge clk or negedge rst_n) begin
  if (!rst_n)
    state <= IDLE;
  else
    state <= next_state;
end
always @ (*) begin
  case (state)
    IDLE: next_state = FETCH;
    FETCH: next_state = DECODE;
    DECODE: next_state = EXECUTE;
    EXECUTE: next_state = FETCH;
    default: next_state = IDLE;
  endcase
end
always @ (posedge clk or negedge rst_n) begin
  if (!rst_n) begin
     we_a <= 0;
     we_b <= 0;
     alu_op <= 3'b000;
     do_alu <= 0;
     do_store <= 0;
     next_pc <= 4'd0;
  end else begin
    case  (state)
        FETCH: begin
              we_a <= 0;
              we_b <= 0;
              alu_op <= 3'b000;
              do_alu <= 0;
              do_store <= 0;
              next_pc <= next_pc + 1;
        end
        DECODE: begin
	      we_a <= 0;
	      we_b <= 0;
	      alu_op <= 3'b000;
	      do_alu <= 0;
	      do_store <= 0;
	      case (instr[7:4])
	          4'b0001: we_a <= 1;   
                  4'b0010: we_b <= 1;   
                  4'b0100: begin alu_op <= 3'b000; do_alu <= 1; end   
                  4'b0101: begin alu_op <= 3'b001; do_alu <= 1; end   
                  4'b0110: begin alu_op <= 3'b010; do_alu <= 1; end   
                  4'b0111: begin alu_op <= 3'b011; do_alu <= 1; end   
                  4'b1000: begin alu_op <= 3'b100; do_alu <= 1; end   
                  4'b1001: begin alu_op <= 3'b101; do_alu <= 1; end   
                  4'b1010: begin alu_op <= 3'b110; do_alu <= 1; end   
                  4'b1011: begin                                      
                      alu_op <= 3'b111;    
                      do_alu <= 1;
                      if (zero) 
                          next_pc <= instr[3:0];    
                  end
                  4'b1100: do_store <= 1;    
                  default: ;   
              endcase
        end
        EXECUTE: begin
             we_a <= 0;
             we_b <= 0;
             do_alu <= 0;
             do_store <= 0;
        end
    endcase
  end
end
endmodule
module cpu_core (
	input wire clk,
	input wire rst_n,
	output wire [7:0] alu_result,
	output wire [7:0] data_result,
	output wire [7:0] reg_a_result,
	output wire [7:0] reg_b_result
);
 reg [3:0] pc;
 wire [7:0] instr;
 wire we_a, we_b, do_alu, do_store;
 wire [2:0] alu_op;   
 wire [3:0] next_pc;   
 wire [7:0] reg_a_data, reg_b_data;
 reg [7:0] latched_data_result;   
 wire [7:0] op_a, op_b;
 wire [7:0] alu_result_internal;   
 assign reg_a_result = reg_a_data;
 assign reg_b_result = reg_b_data;
 assign alu_result = alu_result_internal;
 assign data_result = latched_data_result;
 always @(posedge clk or negedge rst_n) begin
   if(!rst_n)
     pc <= 4'd0;
   else
     pc <= next_pc;
 end
 instr_mem u_instr_mem(
   .addr(pc),
   .instr(instr)
 );
 reg_file u_reg_file (
   .clk(clk),
   .rst_n(rst_n),
   .we_a(we_a),
   .we_b(we_b),
   .data_in(latched_data_result),   
   .data_a(reg_a_data),   
   .data_b(reg_b_data)    
 );
 alu u_alu(
   .op_a(op_a),
   .op_b(op_b),
   .alu_op(alu_op),
   .result(alu_result_internal),   
       .zero(zero)
 );
 control_unit u_control_unit(
   .clk(clk),
   .rst_n(rst_n),
   .instr(instr),
   .zero(zero),
   .we_a(we_a),
   .we_b(we_b),
   .alu_op(alu_op),
   .do_alu(do_alu),
   .do_store(do_store),
   .next_pc(next_pc)
 );
 assign op_a = reg_a_data;
 assign op_b = reg_b_data;
 always @(posedge clk or negedge rst_n) begin
   if (!rst_n)
	latched_data_result  <= 8'd0;
   else
	latched_data_result <= (do_alu) ? alu_result_internal : {4'd0, instr[3:0]};
 end
endmodule
module instr_mem (
	input wire [3:0] addr,   
	output reg [7:0] instr   
);
always @ (*) begin
  case (addr)
		4'd0: instr = 8'b00010011;   
		4'd1: instr = 8'b00100101;   
		4'd2: instr = 8'b01000000;   
		4'd3: instr = 8'b11000000;   
		4'd4: instr = 8'b00010010;   
		4'd5: instr = 8'b00100101;   
		4'd6: instr = 8'b01100000;   
		4'd7: instr = 8'b10000000;   
		4'd8: instr = 8'b00010100;   
		4'd9: instr = 8'b00100001;   
		4'd10: instr = 8'b01110000;   
		4'd11: instr = 8'b11000000;   
		default: instr = 8'b00000000;   
  endcase
end
endmodule
module reg_file(
	input wire clk,   
	input wire rst_n,   
	input wire we_a,    
	input wire we_b,    
	input wire [7:0] data_in,   
	output reg [7:0] data_a,    
	output reg [7:0] data_b     
);
always @ (posedge clk or negedge rst_n) begin
  if (!rst_n) begin
     data_a <= 8'd0;
     data_b <= 8'd0;
  end else begin
      if (we_a)
	 data_a <= data_in;
      if (we_b)
	 data_b <= data_in;
  end
end
endmodule
$ cat flow/run.sh
#!/bin/bash
# OpenROAD 26Q1-2900-gdf79404cd8, Yosys 0.63+post, stock flow scripts
make -C /OpenROAD-flow-scripts/flow DESIGN_CONFIG=/design/flow/config.mk WORK_HOME=/design/flow/orfs finish
$ cat flow/config.mk
export PLATFORM = sky130hd
export DESIGN_NAME = cpu_core
export DESIGN_NICKNAME = cpu_core
export VERILOG_FILES = /design/flow/design.v
export SDC_FILE = /design/flow/constraint.sdc
export NUM_CORES = 4
export LEC_CHECK = 1
export CORE_UTILIZATION = 50
$ cat flow/constraint.sdc
current_design cpu_core

set clk_period 5.1
set clk_io_pct 0.2

create_clock -name clk0 -period $clk_period [get_ports {clk}]

set non_clock_inputs [all_inputs -no_clocks]
set_input_delay [expr $clk_period * $clk_io_pct] -clock clk0 $non_clock_inputs
set_output_delay [expr $clk_period * $clk_io_pct] -clock clk0 [all_outputs]
==> flow_metrics.tcl <==
# metrics dict for downstream scripts
set metrics [dict create \
    cellLeakagePower_nw 2.21 \
    topCombFamilyByArea "adder cells" \
    slew_viols_final 0 \
    synth_warnings 6 \
    initial_core_util_pct 53.0 \
    adder_share_pct 19.5 \
    hold-path-endpoint "pc[3]" \
    ff2ff_path_depth 17 \
    routed-via-count 3136 \
    routed-wl-met2_mm 4.90 \
    row_count 30 \
    globalRoute.totalOverflow 0 \
    synth_xor_xnor_area_share_pct 5.98 \
    cts-hold-fix-buffers 0 \
    mux_area_share_pct 3.29 \
    dpl_cell_area_mm2 0.00437 \
    core-area_mm2 0.00694 \
    detailedPlacementHpwl_mm 7.55 \
    cts_tree "done" \
    cts_sinks 45 \
    dominantRegCellSynth "dfrtp_1" \
    area.growth.synth_to_final_pct 26.8 \
    number_of_buffers_inserted_during_clock_tree_synthesis 5 \
    clk-insertion-delay-late_ns 0.30 \
    worst_slew_margin_rel_pct 54.7 \
    total_power_mw 1.14 \
    power.density_mw_per_mm2 244 \
    ys_async_sr_fraction_pct 100 \
    yosys.stat.seqShare_pct 30.6 \
    detailedRoute.firstPassIterationCount 4 \
    layout_top_cells "buf_4 (47), inv_1 (45), nand2_1 (41), dfrtp_1 (40), clkdlybuf4s50_1 (28)" \
    lay_top_count "buf_4" \
    synthesized_area_per_cell_um2 9.19 \
    worst_slew_pin_slew_ns 0.677 \
    crit_type "reg2out" \
    groute.usage.overall_pct 28.3 \
    grt_pass1_vias 3053 \
    cp-end-kind "output pin" \
    hold_viol_final 0 \
    wl_met1_mm 4.38 \
    drive_above_1_share_pct 23.4 \
    status "finished with violations" \
    starting_drc_count_in_detailed_routing 186 \
    crit_path_max_fanout 4 \
    finish.utilization_pct 67.2 \
    worstPathArrival_ns 4.30 \
    register_area_mm2 0.00113 \
    residual_drc_count 0 \
    grt_max_degree 46 \
    fin_area_mm2 0.00467 \
    place.gp.congestion 0.927 \
    syn-cell-area_mm2 0.00368 \
    clock.fmax_ghz 0.188 \
    dieHeight_um 87.8 \
    mi_logic_area_mm2 0.00242 \
    synth_chip_area_mm2 0.00368 \
    crit-reg2reg-launch "u_reg_file.data_b[2]" \
    drt-vias-per-instance 5.50 \
    finalCritPeriodShare_pct 104 \
    fin_ws_ns -0.222 \
    place.port_buffers 33 \
    stage_log_warnings 38 \
    crit_required_ns 4.08 \
    cts-htree-levels 2 \
    cts_buffer_depth 2 \
    synthesis.instances 401 \
    num-fill-cells 556 \
    met3_length_um 304 \
    enable_flop_cells 0 \
    cts_root_buf "clkbuf_8" \
    io_count 34 \
    finalSetupViolations 1 \
    fp.dieW_um 87.8 \
    worst_hold_path.num_cells 0 \
    setup.reg_to_reg.worst_slack_ns 0.10 \
    postRouteWirelength_mm 9.83 \
    topRoutingLayerUsed "met4" \
    synth.lib_cells_used.distinct 61 \
    yosys.area_share.aoi_pct 17.4 \
    max-cap-violations 0 \
    grt_first_pass_wirelength_mm 15.6 \
    chip_area_mm2 0.00771 \
    crit_path_start_kind "flop" \
    antenna_left 0 \
    synth_flops 45 \
    period_minus_slack_ns 5.32 \
    hold_path.startpoint "u_control_unit.next_pc[3]" \
    num_antenna_cells 0 \
    antenna_found_initial 0 \
    min_path_type "reg2reg" \
    rsz0062_at_grt "yes" \
    yosys-stat-cells 401 \
    crit-reg2reg-capture "u_control_unit.next_pc[0]" \
    per_cell_routed_wire_length_um 17.3 \
    ir_worst_vdd_mv 0.278 \
    worst_clock_skew_ns 0.00624 \
    failed_checks "setup timing" \
    ys_sh_simple_pct 15.4 \
    clkTransAtPathRegs_ns 0.09 \
]
[metal layers]
| metal | GRT usage [%] | up-vias |
|---|---|---|
| met5 | 0 | - |
| met4 | 5.96 | 0 |
| met3 | 3.15 | 19 |
| met2 | 49.1 | 69 |
| met1 | 39.9 | 1521 |
| li1 | - | 1527 |
[worst max-delay path by stage]
stage | startpoint | endpoint | depth (start not counted)
6_report | u_reg_file.data_b[2] | alu_result[7] | 17
5_1_grt | u_reg_file.data_b[3] | alu_result[7] | 18
4_1_cts | u_reg_file.data_b[2] | alu_result[7] | 17
[cell families after synthesis]
family                   Yosys count
AND-OR/OR-AND                     90
XOR/XNOR                          22
adder cells (fa/ha/maj)           49
buffers and inverters             70
flip-flops                        45
multiplexers                      11
other                              1
AND/OR/NAND/NOR                  113
[critical path: stages, from the launching register on]
cell and delay [ns]:
dfrtp_2 0.45, buf_6 0.13, and2_4 0.15, ha_4 0.15, fa_1 0.43, ha_1 0.30
inv_2 0.04, fa_1 0.52, inv_2 0.05, fa_2 0.41, a21o_1 0.21, a21oi_2 0.14
xnor3_1 0.22, xnor3_1 0.18, a22o_1 0.24, a221oi_4 0.22, inv_2 0.06, buf_2 0.11
[state kept, by name, summed over array words and instances (netlist names)]
register	count
u_reg_file.data_a	8
u_control_unit.we_b	1
u_control_unit.next_pc	4
pc	4
u_reg_file.data_b	8
u_control_unit.alu_op	6
u_control_unit.we_a	1
u_control_unit.do_alu	1
latched_data_result	8
u_control_unit.state	4
[power breakdown]
group,switching [mW],total (mW),internal (mW)
Sequential,0.0835,0.488,0.404
Clock,0.135,0.234,0.0991
Combinational,0.227,0.420,0.193
Total,0.445,1.14,0.696
[stage by stage]
stage               hold WS, ns  cells  setup TNS [ns]  setup WS (ns)
floorplan                 0.352    401               0         0.0979
global placement          0.405    551          -0.294         -0.290
detailed placement        0.398    551          -0.290         -0.286
CTS                       0.421    567          -0.241         -0.241
global route              0.434    570          -0.437         -0.360
finish                    0.413    570          -0.222         -0.222
[cell usage after synthesis (all sizes together), types with 3 or more instances]
| library cell | number | area share (%) |
|---|---|---|
| o211ai | 5 | 1.0 |
| xnor2 | 12 | 2.9 |
| a22oi | 3 | 0.61 |
| o31ai | 4 | 0.82 |
| inv | 51 | 5.2 |
| or4 | 4 | 1.0 |
| a221o | 3 | 0.82 |
| nand3 | 5 | 0.68 |
| a31oi | 4 | 0.68 |
| o21ai | 21 | 2.9 |
| nand2 | 43 | 4.4 |
| o221ai | 3 | 0.71 |
| nand2b | 4 | 0.68 |
| nor3 | 4 | 0.54 |
| nand3b | 3 | 0.61 |
| mux2 | 9 | 2.8 |
| dfrtp | 43 | 29 |
| a21oi | 17 | 2.3 |
| buf | 7 | 1.3 |
| a222oi | 5 | 1.4 |
| fa | 14 | 7.6 |
| clkbuf | 12 | 1.2 |
| ha | 35 | 12 |
| nor2 | 17 | 1.7 |
| xor2 | 8 | 1.9 |
| or3 | 5 | 0.85 |
| and2 | 15 | 2.5 |
| nor2b | 4 | 0.68 |
[timing repair]
action	4_1_cts	5_1_grt
resized	25	14
endpoints found under the hold margin	0	0
endpoints found under the setup margin	4	5
pin swaps	18	19
setup buffers	8	4
cloned	0	0
[area by class of cell]
| cell class | instances | share of cell area [%] |
|---|---|---|
| Sequential cell | 45 | 24.2 |
| Multi-Input combinational cell | 286 | 51.8 |
| Tap cell | 96 | 2.57 |
| Clock buffer | 5 | 1.47 |
| Timing Repair Buffer | 84 | 15.2 |
| Inverter | 51 | 4.10 |
| Clock inverter | 3 | 0.536 |
